===== flow/config.mk =====
export PLATFORM = sky130hd
export DESIGN_NAME = sram_controller_ahb_lite
export DESIGN_NICKNAME = sram_controller_ahb_lite
export VERILOG_FILES = /design/flow/design.v
export SDC_FILE = /design/flow/constraint.sdc
export NUM_CORES = 4
export LEC_CHECK = 1
export CORE_UTILIZATION = 40

===== flow/constraint.sdc =====
current_design sram_controller_ahb_lite

set clk_period 3.8
set clk_io_pct 0.2

create_clock -name clk0 -period $clk_period [get_ports {hclk}]

set non_clock_inputs [all_inputs -no_clocks]
set_input_delay [expr $clk_period * $clk_io_pct] -clock clk0 $non_clock_inputs
set_output_delay [expr $clk_period * $clk_io_pct] -clock clk0 [all_outputs]

===== flow/design.v =====
`default_nettype none
module sram_controller_ahb_lite (
    input  logic        hclk,               
    input  logic        hreset_n,           
    input  logic        hsel,               
    input  logic [7:0]  haddr,              
    input  logic        hwrite,             
    input  logic [1:0]  htrans,             
    input  logic [2:0]  hsize,              
    input  logic [31:0] hwdata,             
    output logic [31:0] hrdata,             
    output logic        hready,             
    output logic        hresp,              
    input  logic        hready_gate,        
    input  logic [1:0]  fsm_state,          
    output logic        sram_clk0,          
    output logic        sram_csb0,          
    output logic        sram_web0,          
    output logic [7:0]  sram_addr0,         
    output logic [31:0] sram_din0,          
    output logic [3:0]  sram_wmask0,        
    input  logic [31:0] sram_dout0,         
    output logic        parity_error        
);
    logic valid_transfer;                   
    logic read_enable;                      
    logic write_enable;                     
    logic [31:0] hrdata_reg;                
    logic [31:0] hrdata_falling;           
    logic parity_out;                       
    logic parity_in;                        
    logic parity_write_en;                  
    logic parity_read_en;                   
    assign sram_addr0 = haddr[7:0];
    assign valid_transfer = hsel && htrans[1];   
    assign read_enable  = valid_transfer && !hwrite;
    assign write_enable = valid_transfer && hwrite;
    assign sram_csb0 = !valid_transfer;    
    assign sram_web0 = !write_enable;      
    assign sram_clk0 = hclk;
    assign sram_din0 = hwdata;
    always_comb begin
        case (hsize)
            3'b000: begin   
                case (haddr[1:0])
                    2'b00: sram_wmask0 = 4'b0001;   
                    2'b01: sram_wmask0 = 4'b0010;   
                    2'b10: sram_wmask0 = 4'b0100;   
                    2'b11: sram_wmask0 = 4'b1000;   
                endcase
            end
            3'b001: begin   
                sram_wmask0 = haddr[1] ? 4'b1100 : 4'b0011;   
            end
            default: begin   
                sram_wmask0 = 4'b1111;   
            end
        endcase
    end
    always_ff @(negedge hclk or negedge hreset_n) begin
        if (!hreset_n) begin
            hrdata_falling <= 32'h0;
        end else begin
            if (read_enable) begin
                hrdata_falling <= sram_dout0;   
            end
        end
    end
    always_ff @(posedge hclk or negedge hreset_n) begin
        if (!hreset_n) begin
            hrdata_reg <= 32'h0;
        end else begin
            hrdata_reg <= hrdata_falling;
        end
    end
    assign hrdata = hrdata_reg;
    always_comb begin
        if (!hready_gate) begin
            hready = 1'b0;
        end else if (valid_transfer) begin
            hready = 1'b1;
        end else begin
            hready = 1'b1;
        end
    end
    assign hresp = 1'b0;   
    assign parity_write_en = write_enable;
    assign parity_read_en = read_enable;
    sram_controller_parity i_parity (
        .clk(hclk),
        .reset_n(hreset_n),
        .wdata(hwdata),                     
        .write_enable(parity_write_en),
        .waddr(haddr),
        .rdata(hrdata_reg),                  
        .read_enable(parity_read_en),
        .raddr(haddr),
        .parity_out(parity_out),            
        .parity_in(parity_in),              
        .parity_error(parity_error)         
    );
    sram_controller_parity_storage i_parity_storage (
        .clk(hclk),
        .reset_n(hreset_n),
        .write_enable(parity_write_en),
        .write_addr(haddr),
        .write_parity(parity_out),
        .read_addr(haddr),
        .read_parity(parity_in)
    );
endmodule
`default_nettype wire
`default_nettype none
module sram_controller_parity (
    input  logic        clk,
    input  logic        reset_n,
    input  logic [31:0] wdata,               
    input  logic        write_enable,        
    input  logic [7:0]  waddr,               
    input  logic [31:0] rdata,               
    input  logic        read_enable,         
    input  logic [7:0]  raddr,               
    output logic        parity_out,          
    input  logic        parity_in,           
    output logic        parity_error         
);
    logic parity_gen;
    assign parity_gen = ^wdata;   
    assign parity_out = !parity_gen;   
    logic parity_check;
    logic parity_mismatch;
    assign parity_check = ^rdata;   
    assign parity_mismatch = (parity_check ^ parity_in) != 1'b1;
    always_ff @(posedge clk or negedge reset_n) begin
        if (!reset_n) begin
            parity_error <= 1'b0;
        end else begin
            if (read_enable) begin
                parity_error <= parity_mismatch;
            end else begin
                parity_error <= 1'b0;
            end
        end
    end
endmodule
`default_nettype wire
`default_nettype none
module sram_controller_parity_storage (
    input  logic        clk,
    input  logic        reset_n,
    input  logic        write_enable,
    input  logic [7:0]  write_addr,
    input  logic        write_parity,
    input  logic [7:0]  read_addr,
    output logic        read_parity
);
    logic [7:0] parity_mem [0:31];   
    always_ff @(posedge clk or negedge reset_n) begin
        if (!reset_n) begin
            for (int i = 0; i < 32; i++) begin
                parity_mem[i] <= 8'h0;
            end
        end else if (write_enable) begin
            parity_mem[write_addr[7:3]][write_addr[2:0]] <= write_parity;
        end
    end
    assign read_parity = parity_mem[read_addr[7:3]][read_addr[2:0]];
endmodule
`default_nettype wire

===== flow/run.sh =====
#!/bin/bash
# OpenROAD 26Q1-2900-gdf79404cd8, Yosys 0.63+post, stock flow scripts
make -C /OpenROAD-flow-scripts/flow DESIGN_CONFIG=/design/flow/config.mk WORK_HOME=/design/flow/orfs finish

==> flow_metrics.env <==
# flow metrics
export IMPL_first_pass_iters=5
export IMPL_cts_hold_fix_buffers=0
export IMPL_crit_fanout=34
export IMPL_post_cts_buffers=0
export IMPL_power_density_nw_per_um2=506
export IMPL_hold_viol_final=0
export IMPL_flop_cell="dfrtp_1"
export IMPL_drt_iter0_markers=1323
export IMPL_timing_slew_headroom=0.414
export IMPL_min_path_type="in -> async"
export IMPL_synth_warnings=4
export IMPL_setup_ws_ps=316
export IMPL_final_common_cell="o21ai_0"
export IMPL_r2r_end="hrdata_reg[17]"
export IMPL_grt_total_usage=0.283
export IMPL_syn_area_um2=15400
export IMPL_drcViolationCount=0
export IMPL_grt_pass1_vias=12800
export IMPL_die_area_um2=39200
export IMPL_cts_resized=0
export IMPL_fin_skew_ps=33.4
export IMPL_diodes=0
export IMPL_dieHeight_um=198
export IMPL_arrival_ps=2080
export IMPL_edf_count=0
export IMPL_warnings=37
export IMPL_place_inst=2126
export IMPL_core_um2=37800
export IMPL_timing_rr_start="hrdata_falling[17]"
export IMPL_critical_path_endpoint="hrdata_falling[27]"
export IMPL_finalWeightedCongestion=0.959
export IMPL_regToRegSetupSlack_ps=1360
export IMPL_grt_first_pass_wirelength_um=79400
export IMPL_ys_types=61
export IMPL_crit_path_end_kind="flip-flop"
export IMPL_synth_stat_cells=1565
export IMPL_wl_per_cell_um=23.8
export IMPL_placement_io_buffers=159
export IMPL_leakage_nw=7.70
export IMPL_syn_to_final_growth_pct=22.3
export IMPL_rows=71
export IMPL_peakVddDrop_v=0.000420
export IMPL_status="finished, final reports clean"
export IMPL_antenna_found_initial=0
export IMPL_ys_ff=321
export IMPL_dp_slack_ps=-357
export IMPL_viasPerCell=6.02
export IMPL_die_w_um=198
export IMPL_slowest_stage="clkdlybuf4s50_1"
export IMPL_grt_max_degree=125
export IMPL_vias=13200
export IMPL_ys_seq_share=0.523
export IMPL_slew_viol_final=0
export IMPL_worstPathRequired_ps=2400
export IMPL_rr_worst_depth=0
export IMPL_postLayoutCoreUtil=0.498
export IMPL_clk_transition_reported_paths_ps=60
export IMPL_setup_viol=0
export IMPL_insertion_delay_ps=660
export IMPL_hold_worst_slack_ps=63.1
export IMPL_cap_viol_max_count=0
export IMPL_drive_gt1_frac=0.128
export IMPL_synthCells=1565
export IMPL_cts_tree="done"
export IMPL_synth_async_reset_ratio=1.00
export IMPL_avgSynthCellArea_um2=9.82
export IMPL_antenna_left=0
export IMPL_grt_ovfl_total=0
export IMPL_ios=166
export IMPL_fin_cells=2193
export IMPL_worst_slew_pin_slew_ps=880
export IMPL_ys_area_um2=15400
export IMPL_max_stage_delay_ps=470
export IMPL_cp_cell_sequence="clkdlybuf4s50_1 -> nand2_1 -> or2_2 -> buf_12 -> mux2_2"
export IMPL_drt_wl_total_um=52200
export IMPL_startpoint_type="input pin"
export IMPL_path_class="in -> reg"
export IMPL_largest_register_ffs=256
export IMPL_rsz0062_at_grt="no"
export IMPL_critical_path_startpoint="hsel"
export IMPL_final_cell_mix="o21ai_0, dfrtp_1, clkdlybuf4s50_1"
export IMPL_initial_core_util=0.407
export IMPL_dp_hpwl_um=33700
-- critical path, delay by kind of cell --
kind,cells,cell delay (ps)
buf+inv,2,660
mux,1,280
simple gates,2,360
-- cell families after synthesis --
group | Yosys count | share of synthesized area
fa+ha+maj | 6 | 0.00489
compound gates | 596 | 0.219
xor+xnor | 64 | 0.0365
buf+inv | 206 | 0.0630
other cells | 1 | 0.000244
flops | 321 | 0.523
mux | 63 | 0.0448
simple gates | 308 | 0.109
-- power breakdown --
group          total [W]  switching, W  leakage [nW]  internal [W]
clock            0.00364       0.00143         0.644       0.00221
sequential       0.00380      0.000134          4.34       0.00367
combinational    0.00205       0.00128          2.72      0.000770
-- final cells by class --
| type | count | area (µm²) |
|---|---|---|
| fill | 3414 | 19000 |
| sequential | 321 | 8030 |
| multi-input combinational | 1038 | 6390 |
| timing repair buffer | 247 | 2430 |
| clock buffer | 54 | 1170 |
| tap | 511 | 639 |
| clock inverter | 14 | 98.8 |
| inverter | 8 | 30.0 |
-- synthesized netlist by cell type, drive strengths merged, types with 11 or more instances --
library cell    n  share of area
clkbuf        116          0.028
o31ai          67          0.033
nand3         152          0.050
nand4          31          0.013
a31oi          11         0.0045
mux2           46          0.034
dfrtp         289           0.47
nor2           11         0.0027
nand2          41          0.010
dfrtn          32          0.052
xnor2          57          0.032
buf            82          0.033
mux2i          17          0.011
o21ai         461           0.15
-- worst min-delay path by stage --
stage	start	to	slack, ps	cells past startpoint
finish	hreset_n	hrdata_reg[8]	60	1
global route	hreset_n	hrdata_reg[8]	90	1
CTS	hreset_n	hrdata_reg[8]	70	1
-- metrics by stage --
step	power (W)	setup TNS, ps	instance area, µm²
2_1_floorplan	0.00499	-2040	15400
3_3_place_gp	0.00591	-11420	17500
3_5_place_dp	0.00593	-11170	17500
4_1_cts	0.00956	0	18800
5_1_grt	0.00987	0	18800
6_report	0.00950	0	18800
-- metal layers --
metal,global-route usage,part of all wire
met1,0.410,0.41
met2,0.427,0.46
met3,0.0814,0.095
met4,0.0807,0.032
met5,0,0
Power and IR drop assume default switching activity.
