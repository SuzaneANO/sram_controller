**/design/flow/design.v**
```verilog
`default_nettype none
module sram_controller_fsm (
    input  logic        clk,
    input  logic        reset_n,
    input  logic        pwr_save_req_sync,       
    input  logic        pwr_restore_req_sync,    
    input  logic        timer_done,              
    output logic [1:0]  fsm_state,                
    output logic        isolation_en,            
    output logic        power_gate_en,           
    output logic        hready_gate,             
    output logic        timer_enable             
);
    typedef enum logic [1:0] {
        ACTIVE = 2'b00,
        SLEEP  = 2'b01,
        WAKEUP = 2'b10
    } fsm_state_t;
    fsm_state_t current_state, next_state;
    always_ff @(posedge clk or negedge reset_n) begin
        if (!reset_n) begin
            current_state <= ACTIVE;   
        end else begin
            current_state <= next_state;
        end
    end
    always_comb begin
        next_state = current_state;   
        case (current_state)
            ACTIVE: begin
                if (pwr_save_req_sync) begin
                    next_state = SLEEP;
                end else begin
                    next_state = ACTIVE;
                end
            end
            SLEEP: begin
                if (pwr_restore_req_sync) begin
                    next_state = WAKEUP;
                end else begin
                    next_state = SLEEP;
                end
            end
            WAKEUP: begin
                if (timer_done) begin
                    next_state = ACTIVE;
                end else begin
                    next_state = WAKEUP;   
                end
            end
            default: begin
                next_state = ACTIVE;
            end
        endcase
    end
    always_comb begin
        isolation_en = 1'b0;
        power_gate_en = 1'b0;
        hready_gate = 1'b1;   
        timer_enable = 1'b0;
        case (current_state)
            ACTIVE: begin
                isolation_en = 1'b0;       
                power_gate_en = 1'b0;      
                hready_gate = 1'b1;        
                timer_enable = 1'b0;       
            end
            SLEEP: begin
                isolation_en = 1'b1;       
                power_gate_en = 1'b1;     
                hready_gate = 1'b0;       
                timer_enable = 1'b0;      
            end
            WAKEUP: begin
                isolation_en = 1'b1;       
                power_gate_en = 1'b0;     
                hready_gate = 1'b0;       
                timer_enable = 1'b1;      
            end
            default: begin
                isolation_en = 1'b1;       
                power_gate_en = 1'b0;     
                hready_gate = 1'b0;       
                timer_enable = 1'b0;
            end
        endcase
    end
    assign fsm_state = current_state;
endmodule
`default_nettype wire
```
**/design/flow/run.sh**
```bash
#!/bin/bash
# OpenROAD 26Q1-2900-gdf79404cd8, Yosys 0.63+post, stock flow scripts
make -C /OpenROAD-flow-scripts/flow DESIGN_CONFIG=/design/flow/config.mk WORK_HOME=/design/flow/orfs finish
```
**/design/flow/config.mk**
```make
export PLATFORM = sky130hd
export DESIGN_NAME = sram_controller_fsm
export DESIGN_NICKNAME = sram_controller_fsm
export VERILOG_FILES = /design/flow/design.v
export SDC_FILE = /design/flow/constraint.sdc
export NUM_CORES = 4
export LEC_CHECK = 1
export CORE_AREA = 10 10 70 70
export DIE_AREA = 0 0 80 80
```
**/design/flow/constraint.sdc**
```tcl
current_design sram_controller_fsm

set clk_period 1.7
set clk_io_pct 0.2

create_clock -name clk0 -period $clk_period [get_ports {clk}]

set non_clock_inputs [all_inputs -no_clocks]
set_input_delay [expr $clk_period * $clk_io_pct] -clock clk0 $non_clock_inputs
set_output_delay [expr $clk_period * $clk_io_pct] -clock clk0 [all_outputs]
```
==> notes.org <==
#+TITLE: Flow metrics

** Run status
- The run finished with clean final reports.

** Global route
- The number of global-route vias before repair came to 169.
- Overall routing resource usage recorded by global route was 1.74%.
- Per the GRT congestion report, total overflow comes to 0.
- The first global-routing pass estimated 772 µm of wire.
- Entering global routing, the biggest net connects 6 pins.
- Antenna violations before repair :: 0

** Place
- Cell area reported after detailed placement :: 258 µm²
- Input/output buffers :: 10
- Routability-driven placement finished with a final weighted congestion of 0.659.
- Detailed placement HPWL :: 431 µm
- Total placed cells including tap cells :: 67

** Critical path
- Critical path's largest stage delay :: 0.51 ns
- Data arrives at the worst endpoint at 1.33 ns.
- The slowest stage of the critical path is the sky130_fd_sc_hd__clkdlybuf4s50_1 cell.
- Cell breakdown of the critical path :: nor2b_1 > clkdlybuf4s50_1
- Critical-path maximum fanout :: 5
- Critical Path Source Type :: flop
- CP required :: 1.36 ns
- Along the critical path, the tally of buffer and inverter instances is 1.
- Type of element capturing the critical path :: output pin
- Top delay family on crit path :: buffers and inverters
- By startpoint and endpoint, the worst setup path is classified as flop to output pin.

** Power
- Total leakage power :: 0.115 nW
- Sum of internal, switching and leakage power :: 0.460 mW
- In this run the power density over the cells is 1560 nW/µm².
- The worst VDD IR drop from the latest analysis is 0.214 mV.

** Die
- The core region is 3420 µm².
- Die Wd :: 80 µm
- For reference, the placement row count at floorplan is 21.
- 11 I/O pins were placed.
- Initial Utilization :: 2.93%
- Chip area :: 6400 µm²
- Die boundary height :: 80 µm

** Synth
- In this run the biggest area consumer among cell types represents 50.0% of the synthesized area.
- Register share after synthesis :: 50.0%
- sky130_fd_sc_hd__dfrtp_1 takes more of the synthesized area than any other cell.
- Post-synthesis instance area :: 100 µm²
- The average instance in the mapped netlist occupies 9.10 µm².
- Chip area from the yosys synthesis statistics :: 100 µm²
- The synthesis report lists the most area-consuming cells as sky130_fd_sc_hd__dfrtp_1, sky130_fd_sc_hd__nand2b_1, sky130_fd_sc_hd__nor2b_1, sky130_fd_sc_hd__a22o_1, sky130_fd_sc_hd__inv_1.
- In the Yosys report the total cell count is 11.
- In the synthesized netlist, the number of instances is 11.
- The synthesis report lists the Yosys warning total as 1.
- In this run, distinct cell masters in the synthesized netlist total 7.
- Once synthesis finished, the tally of register bits stood at 2.

** Detailed routing
- The first routing iteration left 6 violations.
- Once detail routing completed, the nets flagged for antenna violations numbered 0.
- Number of optimization iterations in the first detailed-route pass :: 2
- Detailed Route WL :: 531 µm
- # diodes :: 0
- Summing over every cut layer, the via total after detailed routing is 138.
- Dividing the detail-routed via count by the number of cells gives 1.92.
- Final routed wire length divided by cell count :: 7.38 µm
- The script parses the final routing iteration and logs DRC violations as 0.

** STA
- Final-report setup violation count :: 0
- Tightest Pin Transition :: 0.158 ns
- Checking max transition, the worst relative margin is 89.4%.
- The final timing report lists a hold violation count of 0.
- The routed design could run at a clock period as short as 1.67 ns.
- Setup repair after global routing could not meet its margin everywhere.
- Per the timing report, the achievable frequency comes out to 599 MHz.
- The clock arrives with 0.00230 ns of skew.
- Fin crit share :: 98.3%
- Pins over their slew limit in the final report were tallied at 0.

** Hold path
- Worst min path class :: input pin to async pin

** Flow run
- Max-cap violations :: 0
- OpenROAD warning count :: 26

** CTS
- Once the clock tree was built, the resizer swapped 0 gates to a different size.
- TritonCTS built the clock tree.
- Root Buffer :: sky130_fd_sc_hd__clkbuf_4
- Sinks on Clock Net :: 2
- CTS reports a maximum clock tree buffer depth of 2.
- The number of hold buffers added after CTS was 0.
- Looking at the worst setup and hold paths, the clock pins of their registers show a slew of 0.03 ns.
- Number of buffers created by CTS :: 3
- Maximum level of the CTS H-tree :: 1
- Latency at later pin :: 0.22 ns

** Layout
- Non-filler instance count after layout :: 72
- The multi-input combinational cells in the finished layout cover a total of 42.5 µm².
- Top cell excl fill/tap :: sky130_fd_sc_hd__clkdlybuf4s50_1
- Of the cells placed in the final design, the portion with a size suffix greater than 1 is 19.2%.
- With fillers left out, the area of the finished cells amounts to 295 µm².
- Registers take 50.0 µm².
- Regs by FF count :: current_state (2)
- The register with the most flip-flops in the layout has 2 of them.
- Counting flops per register, the top entry is current_state.
- In this run the layout overhead on the synthesized area is reported as 195%.
- Cells fill 8.64% of the core in the end.
- Counting the fill cells in the layout gives 405.
- The most common logic cells in the final layout are sky130_fd_sc_hd__clkdlybuf4s50_1, sky130_fd_sc_hd__clkbuf_4.
worst paths after layout:
kind	from	to	slack, ns	depth (start not counted)
setup reg to reg	current_state[0]$_DFF_PN0_	current_state[1]$_DFF_PN0_	0.80	2
setup / recovery	current_state[1]$_DFF_PN0_	timer_enable	0.03	2
hold / removal	reset_n	current_state[1]$_DFF_PN0_	0.28	1
max in group asynchronous	reset_n	current_state[0]$_DFF_PN0_	1.30	1
min in group clk0	current_state[1]$_DFF_PN0_	current_state[0]$_DFF_PN0_	0.50	1
hold reg to reg	current_state[1]$_DFF_PN0_	current_state[0]$_DFF_PN0_	0.50	1
repair_timing:
action,in CTS,in global routing
setup buffers,2,0
endpoints found under the hold margin,0,0
cloned,0,0
pin swaps,0,0
setup endpoints to repair,1,3
synth_stat cells (all sizes together):
cell and count:
inv 2, nor2 1, dfrtp 2, a22o 1, a21oi 1, nand2b 2, nor2b 2
layer usage:
metal | global-route usage [%] | share of wire (%) | vias up
li1 | - | - | 65
met1 | 1.73 | 38 | 67
met2 | 2.57 | 49 | 6
met3 | 1.59 | 14 | 0
met4 | 0.528 | 0 | 0
met5 | 0 | 0 | -
report_power, final:
part	total, mW	internal [mW]	switching, mW	leakage [nW]
registers	0.0982	0.0705	0.0277	0.0255
logic	0.257	0.193	0.0640	0.0757
clock network	0.105	0.0779	0.0270	0.0138
kinds of logic (layout without fill, tap and decap cells):
| logic type | Yosys count | in the layout | synth area share, % |
|---|---|---|---|
| AOI/OAI and AO/OA | 2 | 2 | 13.7 |
| buffers and inverters | 2 | 17 | 7.50 |
| and+or+nand+nor | 5 | 5 | 28.7 |
| DFF | 2 | 2 | 50.0 |
per-stage QoR:
step | hold slack, ns | setup slack (ns) | TNS, ns
2_1_floorplan | 0.0444 | 0.853 | 0
3_3_place_gp | 0.484 | 0.261 | 0
3_5_place_dp | 0.495 | 0.249 | 0
4_1_cts | 0.271 | 0.00527 | 0
5_1_grt | 0.286 | -0.0443 | -0.0788
6_report | 0.279 | 0.0294 | 0
final cells by class:
type,count,area share (%)
Clock buffer,3,7.63
Sequential cell,2,16.9
Inverter,2,2.54
Multi-Input combinational cell,7,14.4
Timing Repair Buffer,12,39.0
Tap cell,46,19.5
Power and IR drop assume default switching activity.
